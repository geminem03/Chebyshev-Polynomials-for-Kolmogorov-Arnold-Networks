File: flow/design.v
`timescale 1ns / 1ps
module pe_quad #(
    parameter integer WIDTH = 16,
    parameter integer FRAC_BITS = 10,
    parameter integer DEGREE = 3          
)(
    input  logic             clk,
    input  logic             rst_n,
    input  logic             start, 
    input  logic signed [WIDTH-1:0] x_A, x_B, x_C, x_D,
    input  logic signed [WIDTH-1:0] coeff_in, 
    output logic [1:0]       curr_thread,
    output logic [7:0]       curr_k,
    output logic             done, 
    output logic signed [WIDTH-1:0] y_A, y_B, y_C, y_D
);
    logic [1:0] thread_idx;
    logic [7:0] k; 
    logic active;
    assign curr_thread = thread_idx;
    assign curr_k = k;
    logic [1:0] thread_idx_d1, thread_idx_d2, thread_idx_d3;
    logic [7:0] k_d1, k_d2, k_d3;
    logic active_d1, active_d2, active_d3;
    logic signed [WIDTH-1:0] b_next [0:3];
    logic signed [WIDTH-1:0] b_prev [0:3];
    logic signed [WIDTH-1:0] current_x, current_b;
    logic signed [WIDTH-1:0] reg_x, reg_b;
    always_comb begin
        case (thread_idx)
            0: begin current_x = x_A; current_b = b_next[0]; end
            1: begin current_x = x_B; current_b = b_next[1]; end
            2: begin current_x = x_C; current_b = b_next[2]; end
            3: begin current_x = x_D; current_b = b_next[3]; end
        endcase
    end
    always_ff @(posedge clk or negedge rst_n) begin
        if (!rst_n) begin
            reg_x <= 0; reg_b <= 0;
            thread_idx_d1 <= 0; k_d1 <= 0; active_d1 <= 0;
        end else begin
            reg_x <= current_x; reg_b <= current_b;
            thread_idx_d1 <= thread_idx;
            k_d1 <= k;
            active_d1 <= active;
        end
    end
    logic signed [2*WIDTH-1:0] mult_reg;
    always_ff @(posedge clk or negedge rst_n) begin
        if (!rst_n) begin
            mult_reg <= 0;
            thread_idx_d2 <= 0; k_d2 <= 0; active_d2 <= 0;
        end else begin
            mult_reg <= reg_x * reg_b;
            thread_idx_d2 <= thread_idx_d1;
            k_d2 <= k_d1;
            active_d2 <= active_d1;
        end
    end
    logic signed [2*WIDTH-1:0] scaled_product;
    logic signed [WIDTH-1:0] term;
    logic signed [WIDTH-1:0] add_reg;
    always_comb begin
        scaled_product = (k_d2 == 0) ? mult_reg : (mult_reg <<< 1);
        term = WIDTH'((scaled_product + (1 <<< (FRAC_BITS - 1))) >>> FRAC_BITS);
    end
    always_ff @(posedge clk or negedge rst_n) begin
        if (!rst_n) begin
            add_reg <= 0;
            thread_idx_d3 <= 0; k_d3 <= 0; active_d3 <= 0;
        end else begin
            add_reg <= coeff_in + term;
            thread_idx_d3 <= thread_idx_d2;
            k_d3 <= k_d2;
            active_d3 <= active_d2;
        end
    end
    always_ff @(posedge clk or negedge rst_n) begin
        if (!rst_n) begin
            active <= 0; thread_idx <= 0; k <= DEGREE; done <= 0;
            for(int i=0; i<4; i++) begin b_next[i]<=0; b_prev[i]<=0; end
            y_A <= 0; y_B <= 0; y_C <= 0; y_D <= 0;
        end else begin
            done <= 0;
            if (start) begin
                active <= 1; thread_idx <= 0; k <= DEGREE;
                for(int i=0; i<4; i++) begin b_next[i]<=0; b_prev[i]<=0; end
            end else if (active) begin
                if (thread_idx == 3) begin
                    if (k == 0) begin active <= 0; end
                    else begin k <= k - 1; thread_idx <= 0; end
                end else begin
                    thread_idx <= thread_idx + 1;
                end
            end
            if (active_d3) begin
                b_prev[thread_idx_d3] <= b_next[thread_idx_d3];
                b_next[thread_idx_d3] <= add_reg - b_prev[thread_idx_d3];
                if (k_d3 == 0) begin 
                    case (thread_idx_d3)
                        0: y_A <= add_reg - b_prev[0];
                        1: y_B <= add_reg - b_prev[1];
                        2: y_C <= add_reg - b_prev[2];
                        3: y_D <= add_reg - b_prev[3];
                    endcase
                    if (thread_idx_d3 == 3) done <= 1;
                end
            end
        end
    end
endmodule
File: flow/run.sh
#!/bin/bash
# OpenROAD 26Q1-2900-gdf79404cd8, Yosys 0.63+post, stock flow scripts
make -C /OpenROAD-flow-scripts/flow DESIGN_CONFIG=/design/flow/config.mk WORK_HOME=/design/flow/orfs finish
File: flow/constraint.sdc
current_design pe_quad

set clk_period 7.8
set clk_io_pct 0.2

create_clock -name clk0 -period $clk_period [get_ports {clk}]

set non_clock_inputs [all_inputs -no_clocks]
set_input_delay [expr $clk_period * $clk_io_pct] -clock clk0 $non_clock_inputs
set_output_delay [expr $clk_period * $clk_io_pct] -clock clk0 [all_outputs]
File: flow/config.mk
export PLATFORM = sky130hd
export DESIGN_NAME = pe_quad
export DESIGN_NICKNAME = pe_quad
export VERILOG_FILES = /design/flow/design.v
export SDC_FILE = /design/flow/constraint.sdc
export NUM_CORES = 4
export LEC_CHECK = 1
export CORE_UTILIZATION = 40
==> Slide: Implementation Results <==
Run Summary

Routing
  • Drt pass-1 iters: 9
  • Drt drc: 0
  • Drt wl/cell: between 15 and 20 µm
  • Ant diodes: 0
  • Total number of vias: ~18k
  • Post-DR vias/cell: ~5.3
  • Final ANT Viol Nets: 0
  • WL final: roughly 69000 µm
  • Drt initial violations: 1129

Worst hold path
  • Hold_sp: k_d1[4]$_DFF_PN0_
  • Hold Path Class: reg -> reg

Floorplanning
  • Die X-Extent: approximately 250 µm
  • Chip height: approximately 250 µm
  • Row cnt: ~90
  • Core area: 60250 µm²
  • I/O Pins: 158
  • Die Area: between 60000 and 70000 µm²
  • Initial Utilization: approximately two fifths

Synthesis
  • Synth mux share: between 3 and 4%
  • Yosys Warn Count: 3
  • Register share after synthesis: ~31%
  • Yosys stat cell total: between 2k and 3k
  • Cell area after synthesis: 24340 µm²
  • Synthesis area per yosys: 24340 µm²
  • Top logic family: adder cells
  • Dominant cell area share: a little under a third
  • EDFF count, synth: 0
  • Yosys aoi share: approximately 11%
  • Ys async rst share: around 100%
  • Post-synthesis xor/xnor area fraction: about 4.8%
  • Netlist cell types: 74
  • Post-synth regs: 303
  • Avg Inst Size Synth: 9.481 µm²
  • Mapped Cells: approximately 2.6k
  • Adder-cell share of the synthesized area: a little over a quarter
  • Commonest flop: dfrtp_1
  • Dominant cells by area after synthesis: dfrtp_1 (31%), fa_1 (18%), ha_1 (8.6%), inv_1 (6.0%), nand2_1 (5.9%)
  • And+or+nand+nor area frac: about 16%
  • Cell taking the most area after synthesis: dfrtp_1

Final layout
  • Top cells excl fill/tap: inv_1 (388), nand2_1 (382), dfrtp_1 (301), fa_1 (214), ha_1 (167)
  • Layout area overhead: 15.13%
  • Top cell excl fill/tap: inv_1
  • Proportion of layout cells with a drive suffix above 1: 5.117%
  • Fin util: 46.51%
  • Fillers: 5462

Run status
  • Status: finished clean

Clock network
  • TritonCTS clock tree: done
  • Clock latency at the later pin of the worst-skew pair: 0.57 ns
  • CTS H-tree depth: 2
  • Clock root cell: clkbuf_16
  • Clock Tree Buf Depth: 3
  • Num CTS Buffers: 37
  • Clock sink count: between 300 and 400
  • PostCTS Resize Cnt: 0
  • Setup Buffers After CTS: 0
  • Hold_buf cts: 0
  • CTS clk-pin slew, worst paths: approximately 0.060 ns

Critical path
  • Element type at the critical path end: flip-flop
  • Worst path arrival time: roughly 6.8 ns
  • Max FO, Critical Path: 16
  • Setup crit start kind: flip-flop
  • Launch point of the worst path: reg_b[1]$_DFF_PN0_
  • R2r startpoint: reg_b[1]$_DFF_PN0_
  • CP required: 8.21 ns
  • Crit Path Class: reg -> reg

Final timing
  • Measured slew at the worst slew-check pin: 0.8558 ns
  • Final setup fails: 0
  • Final setup TNS: 0 ns
  • Tcrit/Tclk final: between 80% and 90%
  • Post-route worst setup slack: 1.437 ns
  • Hold slack: 0.3462 ns
  • Hold Vio Cnt, Final: 0
  • Unrepaired setup endpoints after global routing: false
  • Fmax: around 160 MHz
  • Worst Skew: 0.02334 ns
  • Worst slew margin: around 43%
  • Final Max Slew Viols: 0
  • Fin crit period: 6.363 ns

Placed design
  • Routability Congestion: roughly 0.95
  • Dpl hpwl: between 50000 and 60000 µm
  • Setup slack at placement: between 1 and 1.5 ns
  • # port buffers: between 150 and 200

GRT
  • Antenna violations before repair: 3
  • Largest net degree at the start of global routing: 123
  • Vias in the first global route: ~19k
  • Global route total overflow: 0
  • GRT Total Usage: 24.11%
  • Global-route wire length before repair: around 110000 µm

Run
  • Count of tool warnings: 30
  • MaxCap Viol Count: 0
cell type report:
class	count	area, µm²	share of cell area [%]
repair buffers	182	1774	6.332
well taps	782	978.4	3.492
multi-input cells	1759	14850	53.00
inverters	389	1460	5.211
clock buffers	52	1104	3.938
flip-flops and latches	303	7585	27.07
clock inverters	12	269.0	0.9600
cells in the mapped netlist, drive strengths merged (3+ instances only):
master,number
a211o,3
a211oi,11
a21boi,7
a21o,17
a21oi,61
a222oi,32
a31oi,5
and2,113
and3,8
buf,9
clkbuf,107
dfrtp,301
fa,214
ha,168
inv,388
mux2,3
mux2i,39
mux4,16
nand2,383
nand2b,16
nand3,28
nand3b,59
nand4,5
nor2,72
nor2b,12
nor3,30
nor3b,6
nor4,6
o211ai,3
o21a,11
o21ai,150
o21bai,9
o311ai,3
o31ai,71
o41ai,7
or2,10
or3,22
xnor2,77
xor2,55
worst max-delay path, cell delays in order (launching register included):
cell and delay [ns]:
dfrtp_1 0.74, nand2_1 0.18, fa_1 0.53, fa_1 0.57
inv_1 0.06, fa_1 0.48, fa_1 0.51, fa_1 0.50
inv_1 0.05, fa_1 0.47, inv_1 0.05, ha_1 0.31
or2_2 0.11, o311ai_0 0.18, a211oi_1 0.63, nor2_2 0.11
o211ai_2 0.24, o21a_1 0.18, o21a_1 0.15, nor2_2 0.04
xnor2_1 0.12
final timing paths:
check                                         endpoint  slack (ns)  cells after the start
worst max register to register  mult_reg[25]$_DFF_PN0_        1.44                     20
max in group asynchronous        mult_reg[8]$_DFF_PN0_        4.97                      3
worst max-delay path            mult_reg[25]$_DFF_PN0_        1.44                     20
min in group asynchronous           y_B[2]$_DFFE_PN0P_        0.94                      1
worst min-delay path                 k_d2[4]$_DFF_PN0_        0.35                      0
worst min register to register       k_d2[4]$_DFF_PN0_        0.35                      0
per-layer routing:
metal  GRT usage [%]  vias to the layer above  wire, µm
li1                -                     8611         -
met1           35.09                     8974     29590
met2           34.86                      626     30420
met3           10.13                       95      7222
met4           5.271                        2      1719
met5          0.2317                        -        13
cells by family after synthesis:
family / Yosys count
buffers and inverters: 505
adders and majority gates: 382
AOI/OAI and AO/OA: 409
xor gates and xnor gates: 132
muxes: 58
DFF: 303
and+or+nand+nor: 778
stage by stage:
stage               instance area, µm²  std cells
global route                     28020       3479
detailed placement               26650       3415
floorplan                        24340       2567
finish                           28020       3479
global placement                 26650       3415
CTS                              28020       3479
